==> design.v <==
module HLSM (Clk, Rst, Start, Done, a, b, c, z, x);
	input Clk, Rst, Start;
	output reg Done;
	reg [3:0] Case;
	input [15:0] a;
	input [15:0] b;
	input [15:0] c;
	output reg [7:0] z;
	output reg [15:0] x;
	reg [7:0] d;
	reg [7:0] e;
	reg [7:0] f;
	reg [7:0] g;
	initial begin
		Done <= 0;
		Case <= 0;
	end
	always @(posedge Clk) begin
		if (Rst) begin
			Done <= 0;
			Case <= 0;
		end
		if (Start && Case == 0) begin
			Case <= Case + 1;
			Done <= 0;
		end
		else if (Case == 1) begin
			d = a + b;
			f = a * c;
			Case <= Case + 1;
		end
		else if (Case == 2) begin
			e = a + c;
			Case <= Case + 1;
		end
		else if (Case == 3) begin
			g = d > e;
			x = f - d  ;
			Case <= Case + 1;
		end
		else if (Case == 4) begin
			z = g ? d : e;
			Case <= Case + 1;
		end
		else if (Case == 5) begin
			Done <= 1;
			Case <= 0;
		end
	end
endmodule
==> run.sh <==
#!/bin/bash
# OpenROAD 26Q1-2900-gdf79404cd8, Yosys 0.63+post, stock flow scripts
make -C /OpenROAD-flow-scripts/flow DESIGN_CONFIG=/design/flow/config.mk WORK_HOME=/design/flow/orfs finish
==> config.mk <==
export PLATFORM = sky130hd
export DESIGN_NAME = HLSM
export DESIGN_NICKNAME = HLSM
export VERILOG_FILES = /design/flow/design.v
export SDC_FILE = /design/flow/constraint.sdc
export NUM_CORES = 4
export LEC_CHECK = 1
export CORE_UTILIZATION = 40
==> constraint.sdc <==
current_design HLSM

set clk_period 4.8
set clk_io_pct 0.2

create_clock -name clk0 -period $clk_period [get_ports {Clk}]

set non_clock_inputs [all_inputs -no_clocks]
set_input_delay [expr $clk_period * $clk_io_pct] -clock clk0 $non_clock_inputs
set_output_delay [expr $clk_period * $clk_io_pct] -clock clk0 [all_outputs]
==> out/results.ini <==
[cts]
post_cts_buffers = 0
cts_max_level = 2
cts_tree = done
clock_latency_ns = 0.29
cts_made_buffers = 5
cts_buffer_depth = 2
cts_resized = 0
ctsHoldBuffers = 0
clock_sinks = 47
cts_root_buffer = clkbuf_8
clk_pin_slew_worst_paths_ns = 0.09

[route]
wl_per_cell_um = 11.86
viasPerCell = 4.696
dr.pass1.iters = 23
wirelength_um = 6119
drt.antenna.violating_nets = 0
drc = 0
drt_iter0_drc = 58
antennaDiodeCount = 0
via_count = 2423

[synthesis]
ys_sh_xor_pct = 8.098
synthAdderAreaFrac_pct = 25.18
flop_cell = edfxtp_1
yosys_warnings = 1
synth_flops = 47
aoi_share_pct = 8.847
logic_family = adder cells
syn-cell-area_sq_um = 3677
netlist_instances = 347
edf_count = 46
ys_sh_mux_pct = 0.6125
ys_area_sq_um = 3677
async_flop_share_pct = 0
postSynthSeqShare_pct = 38.11
ys_cells = 347
avgSynthCellArea_sq_um = 10.60
ys_types = 36
ys_sh_simple_pct = 11.70

[setup_path]
max_stage_delay_ns = 0.54
critPathArrivalTime_ns = 4.40
cp_cell_sequence = clkdlybuf4s50_1 -> ha_1 -> inv_1 -> fa_1 -> inv_1 -> ha_1 -> inv_1 -> fa_1 -> fa_1 -> inv_1 -> ha_1 -> a21oi_1 -> xnor2_1 -> xnor2_1
ff2ff_path_depth = 8
critPathLaunch = a[3]
cp_num_cells = 14
worst_setup_path_start_kind = primary input
worst_ep_required_time_ns = 4.84
r2r_start = d[0]
path_buffers = 5
r2r_slack_ns = 2.69
crit_end = f[7]
critPathTopFamily = adder cells
crit_path_frequent_cell = inv_1
endpoint_kind = register
critical-path-slowest-cell = fa_1
critical_path_class = primary input to register
cp_max_fo = 2
regToRegEndpoint = x[14]

[place]
place_hpwl_um = 5118
place_ws_ns = 0.08749
gp_congestion = 0.8855
port_buffers = 51

[global_routing]
gr-total-overflow = 0
grt_start_max_net_pins = 17
grt_pass1_vias = 2310
grt_pass1_wl_um = 10750
antenna_found_initial = 0
grt_usage_pct = 14.40

[final_timing]
clock_skew_ns = 0.004407
relSlewSlack_pct = 49.99
min_period_ns = 4.366
max_freq_ghz = 0.2291
rsz0062_at_grt = no
setup_viol = 0
hold_viol_final = 0
fin_crit_sh_pct = 90.95
tightest_slew_ns = 0.7501
finalMaxSlewViolations = 0
setup-tns-final_ns = 0
timing.final.ws_setup_ns = 0.4342

[job]
warnings = 52
drv_cap = 0

[floorplanning]
fp.dieW_um = 97.88
num_io_pins = 76
rows = 34
dieArea_sq_um = 9580
fp.dieH_um = 97.88
fp_util_pct = 41.76
fp.coreArea_sq_um = 8806

[final_layout]
most-common-layout-cells = 57 x inv_1, 51 x clkdlybuf4s50_1, 50 x ha_1
fillCellCount = 812
drive_above_1_share_pct = 6.863
area_growth_pct = 20.86
layout_top_cell = inv_1

[status]
status = completed

[power_and_ir_drop]
power_density_nw_per_um2 = 359.6
power_w = 0.001598
p_leak_nw = 1.937
irDropWorstVdd_uv = 140.4

[worst_hold_path]
min_path_type = register to register

[tightest hold or removal path, stage by stage (launching register included)]
cell and delay [ns]:
dfxtp_1 0.32, nand2b_1 0.09, o22ai_1 0.07
[layer usage]
layer,up-vias,wire length [um],track usage [%]
li1,1273,-,-
met1,1086,3008,22.72
met2,59,2765,23.13
met3,5,257,2.253
met4,0,89,1.399
met5,-,0,0
[state kept, by name, indices dropped and copies added, names as in the netlist]
register	count
Case	4
g	1
z	8
x	9
e	8
Done	1
d	8
f	8
[power by group]
part / internal (W) / total [W] / switching [W]
clock: 0.000104 / 0.000236 / 0.000132
combinational: 0.000351 / 0.000693 / 0.000342
sequential: 0.000610 / 0.000670 / 0.0000594
[worst min path at each step]
stage,to,from,slack [ns],cells after the start
CTS,Done,Done,0.52,2
global route,Done,Done,0.56,2
finish,Done,Done,0.52,2
[cell families (layout without fill, tap and decap cells)]
| family | count (synthesis) | after routing |
|---|---|---|
| multiplexers | 2 | 2 |
| XOR/XNOR | 34 | 34 |
| adder cells (fa/ha/maj) | 65 | 65 |
| AND/OR/NAND/NOR | 84 | 84 |
| AND-OR/OR-AND | 49 | 49 |
| buffers and inverters | 66 | 127 |
| flip-flops | 47 | 47 |
[cell type report]
cell class,instances,area [sq um],area share (%)
inverters,57,214.0,4.814
clock inverters,3,23.77,0.5349
clock buffers,5,68.82,1.548
flip-flops and latches,47,1401,31.53
well taps,108,135.1,3.041
multi-input cells,234,2008,45.19
repair buffers,62,593.1,13.34
[synthesized netlist by cell type (all sizes together), types with 2 or more instances]
cell type / n / area share [%]
a21boi: 2 / 0.41
a21o: 8 / 1.6
a21oi: 10 / 1.8
and2: 19 / 3.2
and3: 2 / 0.34
and3b: 2 / 0.48
buf: 7 / 1.4
clkbuf: 2 / 0.20
edfxtp: 46 / 38
fa: 15 / 8.2
ha: 50 / 17
inv: 57 / 5.8
mux2: 2 / 0.61
nand2: 30 / 3.1
nand2b: 3 / 0.51
nor2: 12 / 1.2
nor2b: 5 / 0.85
nor3: 4 / 0.54
nor3b: 2 / 0.41
o21a: 4 / 0.82
o21ai: 19 / 2.6
o41ai: 2 / 0.88
xnor2: 27 / 6.4
xor2: 7 / 1.7
[stage by stage]
stage          util, %  cell area, sq um  instances  hold WS, ns
6_report         50.47              4444        516       0.5228
5_1_grt          50.47              4444        516       0.5580
4_1_cts          50.47              4444        516       0.5184
3_5_place_dp     49.42              4352        508       0.5035
3_3_place_gp     49.42              4352        508       0.4951
2_1_floorplan        -              3677        347       0.4584
